### flow/design.v
`timescale 1ns / 1ps
module carry_select_adder #(parameter N=4)(
input [N-1:0]A,B,
input cin,
output  [N-1:0]s,
output  cout
    );
    assign {cout,s}=A+B+cin;
endmodule
module CSA (
input [7:0]A,B,
input cin,
output  [7:0]s,
output  cout
);
wire [3:0] s_low,s_high0,s_high1;
wire c_low,c_high1,c_high0;
carry_select_adder #(4) rca_low(A[3:0],B[3:0],cin,s_low,c_low);
carry_select_adder #(4) rca_high0(A[7:4],B[7:4],1'b0,s_high0,c_high0);
carry_select_adder #(4) rca_high1(A[7:4],B[7:4],1'b1,s_high1,c_high1);
assign s[3:0]=s_low;
assign s[7:4]=c_low?s_high1:s_high0;
assign cout=c_low?c_high1:c_high0;
endmodule
### flow/run.sh
#!/bin/bash
# OpenROAD 26Q1-2900-gdf79404cd8, Yosys 0.63+post, stock flow scripts
make -C /OpenROAD-flow-scripts/flow DESIGN_CONFIG=/design/flow/config.mk WORK_HOME=/design/flow/orfs finish
### flow/config.mk
export PLATFORM = sky130hd
export DESIGN_NAME = CSA
export DESIGN_NICKNAME = CSA
export VERILOG_FILES = /design/flow/design.v
export SDC_FILE = /design/flow/constraint.sdc
export NUM_CORES = 4
export LEC_CHECK = 1
export CORE_AREA = 10 10 70 70
export DIE_AREA = 0 0 80 80
### flow/constraint.sdc
current_design CSA

set clk_period 4.6
set clk_io_pct 0.2

create_clock -name clk0 -period $clk_period

set non_clock_inputs [all_inputs -no_clocks]
set_input_delay [expr $clk_period * $clk_io_pct] -clock clk0 $non_clock_inputs
set_output_delay [expr $clk_period * $clk_io_pct] -clock clk0 [all_outputs]
==> reports/results.ini <==
[floorplanning]
ios=26
initial_utilization_pct=9.96
die-width_um=80
dieHeight_um=80
core_area_sq_mm=0.00342
rows=21
dieArea_sq_mm=0.00640

[cts]
post_cts_resized=0
hold_buffers=0
cts_setup_buffers=0

[outcome]
status=finished clean

[final_timing]
drv_slew=0
setup_viol=0
hold_viol=0
rsz0062_at_grt=false
max_slew_margin_pct=84.9
min_period_ns=4.36
final.setup.tns_ns=0
fmax_ghz=0.229
max_slew.worst_pin.slew_ns=0.225
period_used_pct=94.7

[cells_and_area]
fill_cells=383
syn_to_final_growth_pct=95.6
drive_above_1_share_pct=7.81
combGateArea_sq_um=337
clkbuf_count=0
seqCellArea_sq_um=0
seq_cell_count=0

[placement]
gp_congestion=0.855
dp.final_hpwl_um=998
portBuffers=26

[logic_synthesis]
synth_cells=37
postSynthAreaPerCell_sq_um=9.20
common_cells=ha_1 (8), a21oi_1 (5), xnor2_1 (5)
synth_area_sq_um=340
area_leaders=ha_1 (29%), fa_1 (18%), xnor2_1 (13%)
ys_warn_count=0
ys_types=16
top_cell_area_share_pct=29.4
ys_chip_area_sq_um=340
postSynthSeqShare_pct=0
largest_area_cell=ha_1
yosys_cells=37
synth_top_cell_by_count=ha_1

[global_route]
grt_pass1_wl_um=1770
grt_pass1_vias=380
grt_usage_pct=3.29
grt_antenna_before_repair=0
gr-total-overflow=0
grt_max_degree=6

[drt]
routed_wl_um=1050
antenna_left=0
vias_per_cell=3.24
drt_iter0_markers=2
vias=356
drc_errors=0
antenna_cells=0
wl_per_cell_um=9.55
dr.pass1.iters=2

[worst_setup_path]
crit_chain=clkdlybuf4s50_1, fa_1, fa_1, a21o_1, a21oi_1, buf_4, mux2_2, clkdlybuf4s50_1
path_delay_family=buffers and inverters
path_class=in2out
critPathMaxStageDelay_ns=0.46
slowest_stage=fa_1
required_ns=3.68
cp_max_fo=5
critPathBufInv=3
cp_data_arrival_time_ns=3.44
start_kind=primary input
crit_path_end_kind=primary output

[pwr]
power.density_mw_per_mm2=139
total_power_mw=0.0928
leakage_nw=0.262
vdd_ir_drop_max_mv=0.0540

[flow_run]
warnings=32
cap_violations=0

[hold_path]
hp-class=in2out

## tightest hold or removal path, cell delays in order
cell and delay [ns]:
clkdlybuf4s50_1 0.46, ha_1 0.15, xnor2_1 0.07, clkdlybuf4s50_1 0.41
## area by class of cell
cell class / count / area share [%]
well taps: 46 / 8.65
multi-input cells: 36 / 50.6
repair buffers: 27 / 40.2
inverters: 1 / 0.564
## per-stage QoR
step / setup WS, ns / hold slack (ns) / instances / area [sq um] / utilization [%]
final: 0.242 / 2.94 / 110 / 666 / 19.5
after global routing: 0.0751 / 2.97 / 110 / 666 / 19.5
after detailed placement: 0.235 / 2.94 / 110 / 666 / 19.5
after floorplan: 1.08 / 1.94 / 37 / 340 / -
after global placement: 0.242 / 2.94 / 110 / 666 / 19.5
after CTS: 0.220 / 2.95 / 110 / 666 / 19.5
## cells by family after synthesis
kind of cell             Yosys count  share of synthesized area [%]
adder cells (fa/ha/maj)           11                           47.1
AND/OR/NAND/NOR                   10                           16.5
AND-OR/OR-AND                      7                           11.8
XOR/XNOR                           7                           20.2
multiplexers                       1                           3.31
buffers and inverters              1                           1.10
## layout by cell type, fill, tap and decap left out
| master | synthesis | final |
|---|---|---|
| nand3_1 | 2 | 2 |
| nor4_2 | 1 | 1 |
| and3_1 | 1 | 1 |
| ha_1 | 8 | 8 |
| fa_1 | 3 | 3 |
| nand2_1 | 1 | 1 |
| xnor2_1 | 5 | 5 |
| xor2_2 | 1 | 1 |
| or2_2 | 1 | 1 |
| nand2b_1 | 1 | 1 |
| mux2_2 | 1 | 1 |
| clkdlybuf4s50_1 | 0 | 26 |
| nor2_1 | 3 | 3 |
| a21oi_1 | 5 | 5 |
| buf_4 | 0 | 1 |
| xor2_1 | 1 | 1 |
| inv_1 | 1 | 1 |
| a21o_1 | 2 | 2 |
## final timing paths
check             start  endpoint  slack [ns]  depth (start not counted)
setup / recovery   A[0]      s[5]        0.24                          8
hold / removal     B[3]      s[3]        2.94                          4
## power by group
| group | total, mW | switching (mW) | internal (mW) | leakage (nW) |
|---|---|---|---|---|
| Sequential | 0 | 0 | 0 | 0 |
| Combinational | 0.0928 | 0.0301 | 0.0627 | 0.262 |
| Clock | 0 | 0 | 0 | 0 |
## per-layer routing
metal	track usage [%]	vias up	share of wire, %
met4	0	0	0
li1	-	185	-
met5	0	-	0
met1	4.99	149	55
met3	1.02	0	13
met2	4.65	22	32
Power is estimated from default activity; no workload was simulated.
