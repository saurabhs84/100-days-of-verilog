### flow/config.mk
export PLATFORM = sky130hd
export DESIGN_NAME = Carry_skip_adder
export DESIGN_NICKNAME = Carry_skip_adder
export VERILOG_FILES = /design/flow/design.v
export SDC_FILE = /design/flow/constraint.sdc
export NUM_CORES = 4
export LEC_CHECK = 1
export CORE_AREA = 10 10 70 70
export DIE_AREA = 0 0 80 80
### flow/constraint.sdc
current_design Carry_skip_adder

set clk_period 3.0
set clk_io_pct 0.2

create_clock -name clk0 -period $clk_period

set non_clock_inputs [all_inputs -no_clocks]
set_input_delay [expr $clk_period * $clk_io_pct] -clock clk0 $non_clock_inputs
set_output_delay [expr $clk_period * $clk_io_pct] -clock clk0 [all_outputs]
### flow/design.v
`timescale 1ns / 1ps
module full_adder(
    input a, b, cin,
    output sout, cout
    );    
    assign sout = a ^ b ^ cin;
    assign cout = (a&b) | cin&(a^b);
endmodule
module parallel_adder(
    input [3:0] A, B,
    input carry_in, 
    output [3:0] sum,
    output carry
    );
    wire [2:0] c;
    full_adder fa1(A[0], B[0], carry_in, sum[0], c[0]);
    full_adder fa2(A[1], B[1], c[0], sum[1], c[1]);
    full_adder fa3(A[2], B[2], c[1], sum[2], c[2]);
    full_adder fa4(A[3], B[3], c[2], sum[3], carry);
endmodule
module Carry_skip_adder(
    output [3:0]sum, 
    output cout,
    input [3:0]a, b,
    input cin
    );
    wire c, sel;
    wire [3:0]p;
    parallel_adder pa(a, b, cin, sum, c);
    xor (p[0], a[0], b[0]),
        (p[1], a[1], b[1]),
        (p[2], a[2], b[2]),
        (p[3], a[3], b[3]);
    and (sel, p[0],p[1], p[2], p[3]);
    assign cout = sel ? cin : c;
endmodule
### flow/run.sh
#!/bin/bash
# OpenROAD 26Q1-2900-gdf79404cd8, Yosys 0.63+post, stock flow scripts
make -C /OpenROAD-flow-scripts/flow DESIGN_CONFIG=/design/flow/config.mk WORK_HOME=/design/flow/orfs finish
==> summary.txt <==
The run has ended; figures from its reports follow.

The run finished with clean final reports. The power report attributes to the combinational group a share of 100.0%. After layout, the worst setup slack is 0.120 ns. After the flow finishes, the layout carries non-filler instances totaling 81. The count of antenna diodes in the layout came out at 0. At the end of routability-driven placement, the weighted congestion stood at 0.704.

The number of distinct library cell variants in the gate-level netlist after synthesis is 6. Detailed placement reports a standard cell area of 393 um^2. The cell type with the highest aggregate area in the netlist is sky130_fd_sc_hd__fa_1.

The worst slack on hold paths came out at 1.54 ns. The share of layout cells above drive strength 1 came out at 42.9%. After synthesis the cells add up to 210 um^2. The core footprint is 0.00342 mm^2.

The initial core utilization came out at 6.15%. Cell internal power was estimated by the tool at 0.0307 mW. The final layout contains routed wiring with a total length of 603 um. The number of global-route vias before repair is 164.

According to the report, the first pass of detailed routing completed in 2 iterations. The buffers inserted during post-CTS setup optimization came out at 0. The number of failing setup endpoints in the final timing report is 0.

For this run, the number of Yosys warnings is 0. By area the synthesized netlist is led by sky130_fd_sc_hd__fa_1 (38%), sky130_fd_sc_hd__ha_1 (24%), sky130_fd_sc_hd__inv_1 (16%). The net switching component of the power came out at 0.0180 mW. Per the final report, max-transition violations number 0. The setup path with the least slack is of type input port to primary output. Measured against its own limit, the worst slew margin works out to 91.2%.

The data required time of the critical path is 2.40 ns. The total of max-cap violations is 0. The cell area after layout came out at 372 um^2. Per the run report, area growth between synthesis and finish was 76.8%. The flow reports an fmax of 347 MHz.

In the routed design, unresolved DRC markers number 0. Summed over its instances, the top area cell type makes up 38.1% of the synthesized netlist area. The horizontal die size is 80 um. The die area is 0.00640 mm^2. In the placement report, post-DP HPWL is listed as 576 um. The endpoint of the worst hold path is reported as cout.

The switching power as a share of total power is 37.0%. The number of antenna-violating nets in the routed design is 0. The class of the tightest hold or removal check is input port to primary output. The final power report lists total power as 0.0487 mW.

The worst setup path is captured at a primary output. The power density of the placed cells came out at 131 mW/mm^2. The total overflow reported by the global router came out at 0. Averaged over all synthesized cells, the footprint is 9.14 um^2. The sequential-to-total area share from yosys stat is 0%. In this run the most critical hold path is launched from cin.

The cell row count is 21. The global-route total usage across every layer came out at 1.83%. The power share of the clock group is 0%.

The sequential power share came out at 0%. The initial antenna violation count is 0. The actual slew at the worst max-slew pin came out at 0.129 ns. The portion of the clock cycle consumed by the worst path in the final layout is 96.0%. The critical path data arrival time came out at 2.28 ns. The count of boundary I/O pins is 14. The instance count after placement with tap cells included came out at 81. The register area came out at 0 um^2. The chip area from the yosys synthesis statistics is 210 um^2. Setup slack on the worst path after placement came out at -0.687 ns.

The instance count along the most critical hold path is 4. The number of clock-tree buffers in the layout is 0. The largest net degree at the start of global routing is 3. The critical path maximum fanout is 2. In the Yosys report the total cell count is 23. The number of port buffers is 14. The final core utilization came out at 10.9%. The tally of OpenROAD warnings is 36. Setup repair after global routing left no endpoint under its margin.

The shortest period the worst path allows came out at 2.88 ns. The detail-routed via count per cell came out at 1.99. TritonRoute output was used to compute an average wire per cell of 7.44 um. The first global-routing pass estimated 903 um of wire.

The synthesized netlist cell count is 23. The number of sequential cells reported for the layout is 0. The worst VDD IR drop from the latest analysis is 15.8 uV. Per the detail_route report, the via count comes to 161.

The worst setup path is launched from an input port. The analysis attributes to cell leakage a power of 0.179 nW. The setup TNS came out at 0 ns.

The starting DRC count in detailed routing is 3. The vertical die size is 80 um. Endpoints failing hold in the final report were tallied at 0.
[worst max-delay path, stage by stage]
cell and delay, ns:
sky130_fd_sc_hd__buf_2 0.11, sky130_fd_sc_hd__inv_2 0.05, sky130_fd_sc_hd__fa_2 0.20, sky130_fd_sc_hd__inv_2 0.04, sky130_fd_sc_hd__fa_2 0.33, sky130_fd_sc_hd__fa_2 0.34, sky130_fd_sc_hd__inv_2 0.06, sky130_fd_sc_hd__fa_1 0.40
sky130_fd_sc_hd__inv_1 0.06, sky130_fd_sc_hd__buf_2 0.09
[synthesized netlist by cell type, drive strengths merged]
| cell type | count |
|---|---|
| fa | 4 |
| nand4 | 1 |
| mux2i | 1 |
| inv | 9 |
| buf | 4 |
| ha | 4 |
[how the worst max path moves through the flow]
stage,start,depth (start not counted),to
4_1_cts,a[0],10,sum[3]
5_1_grt,a[0],10,sum[3]
6_report,a[0],10,sum[3]
[logic make-up after synthesis]
logic type	after synthesis	synth area share, %
buf+inv	13	30.4
mux	1	4.76
fa+ha+maj	8	61.9
simple gates	1	2.98
[layer usage]
layer	vias to the layer above	global-route usage, %	part of all wire [%]
met5	-	0	0
li1	83	-	-
met2	8	2.97	46
met3	0	1.02	16
met1	70	2.21	38
met4	0	0	0
[area by class of cell]
class | count | area [um^2]
Timing Repair Buffer | 16 | 126
Tap cell | 46 | 57.6
Fill cell | 405 | 3040
Multi-Input combinational cell | 10 | 154
Inverter | 9 | 33.8
[repair_timing]
action | in CTS | in global routing
endpoints found under the setup margin | 4 | 1
gates cloned | 0 | 0
gates resized | 29 | 0
hold buffers | 0 | 0
pin swaps | 4 | 2
[power by group through the flow]
stage     combinational, mW  clock (mW)  sequential, mW
6_report             0.0487           0               0
5_1_grt              0.0567           0               0
4_1_cts              0.0511           0               0
[cell usage in the layout, fill, tap and decap left out, drive strengths merged]
master and n:
buf 7, dlygate4sd2 3, mux2i 1, clkdlybuf4s50 6, nand4 1, inv 9
fa 4, ha 4
No activity file was given, so power comes from the tool's default toggle rates.
