==> /design/flow/design.v <==
`timescale 1ns / 1ps
`timescale 1ns / 1ps
module multiplier_4bit(    
	input [3:0]a,b,
	output reg [7:0] out
	);
	reg [7:0] t1,t2,t3,t4;
	always@(a,b)
	begin
		t1=0; t2=0; t3=0; t4=0;
		if(b[0]) 
			t1 = a<<0;
		if(b[1]) 
			t2 = a<<1;
		if(b[2]) 
			t3 = a<<2;
		if(b[3]) 
			t4 = a<<3;
		out = t1+t2+t3+t4;
	end
endmodule
==> /design/flow/run.sh <==
#!/bin/bash
# OpenROAD 26Q1-2900-gdf79404cd8, Yosys 0.63+post, stock flow scripts
make -C /OpenROAD-flow-scripts/flow DESIGN_CONFIG=/design/flow/config.mk WORK_HOME=/design/flow/orfs finish
==> /design/flow/config.mk <==
export PLATFORM = sky130hd
export DESIGN_NAME = multiplier_4bit
export DESIGN_NICKNAME = multiplier_4bit
export VERILOG_FILES = /design/flow/design.v
export SDC_FILE = /design/flow/constraint.sdc
export NUM_CORES = 4
export LEC_CHECK = 1
export CORE_AREA = 10 10 72 72
export DIE_AREA = 0 0 82 82
==> /design/flow/constraint.sdc <==
current_design multiplier_4bit

set clk_period 2.7
set clk_io_pct 0.2

create_clock -name clk0 -period $clk_period

set non_clock_inputs [all_inputs -no_clocks]
set_input_delay [expr $clk_period * $clk_io_pct] -clock clk0 $non_clock_inputs
set_output_delay [expr $clk_period * $clk_io_pct] -clock clk0 [all_outputs]
==> results.tsv <==
metric	value	unit
status	finished, violations left	
violations	setup timing	
die_x	82	um
drv_slew	0	
drtIter0Drc	8	
hold_class	input port to output port	
antenna_found_initial	0	
start_kind	input port	
grt_pass1_wl	1.68	mm
port_buffers	16	
clock_buffers	0	
worst_pin_slew	131	ps
p_total	0.134	mW
p_clk_share	0	%
setup_viol	5	
area_leaders	ha_1 (32%), fa_1 (26%), and2_1 (19%)	
p_sw	0.0515	mW
endpoint_kind	output port	
power_switching_share	38.4	%
num_antenna_cells	0	
wl_per_cell	8.76	um
pre_cts_ws	-1590	ps
chip_area	6720	um2
setup_slack	-789	ps
seqCellArea	0	um2
dpl_cell_area	662	um2
gp_congestion	0.755	
area_delta_synth_final	76.6	%
io_pins	16	
ys_warn_count	1	
cp-endpoint	out[7]	
leakagePower	0.361	nW
slew_headroom	91.2	%
ys_area	385	um2
ys_seq_share	0	%
hpwl	837	um
grt_pass1_vias	347	
avgSynthCellArea	9.18	um2
worstSetupPathType	input port to output port	
top_cell_area_share	32.5	%
yosysCellCount	42	
cp.arrival	2950	ps
drtPass1Iterations	4	
drive_gt1_share	43.9	%
yosys.cell_types.count	10	
min_period_over_period	129	%
intPower	0.0827	mW
fp_util	10.4	%
core	3690	um2
p_seq_share	0	%
comb_power_share	100.0	%
fin_area	681	um2
power_density	197	nW/um2
drcViolationCount	0	
finalHoldViolations	0	
worstPathRequired	2160	ps
drv_cap	0	
viasPerCell	3.11	
tool_warnings	35	
crit_start	b[1]	
synth_top_cell_by_area	ha_1	
clock.fmax	0.287	GHz
rsz0062_at_grt	true	
synth_area	385	um2
path_max_fanout	2	
grt.total_usage	3.06	%
grt_start_max_net_pins	5	
wl	999	um
grt_overflow	0	
die_h	82	um
placementRows	22	
vias	354	
finalCriticalPeriod	3490	ps
ir_worst_vdd	50.2	uV
synth_cells	42	
drt.antenna.violating_nets	0	
design.seq.count	0	
==> worst min path at each step <==
stage | startpoint | to | slack (ps) | cells past startpoint
CTS | a[3] | out[7] | 1660 | 5
global route | a[1] | out[2] | 1730 | 5
finish | a[3] | out[7] | 1660 | 5
==> cell families (layout without fill, tap and decap cells) <==
| kind of cell | count (synthesis) | in the layout | share of synthesized area, % |
|---|---|---|---|
| compound gates | 4 | 4 | 7.47 |
| xor+xnor | 3 | 3 | 6.82 |
| fa+ha+maj | 15 | 15 | 58.4 |
| buf+inv | 4 | 28 | 3.89 |
| simple gates | 16 | 16 | 23.4 |
==> cells in the mapped netlist, drive strengths merged <==
| master | instances |
|---|---|
| and2 | 12 |
| ha | 10 |
| fa | 5 |
| inv | 4 |
| nand2 | 4 |
| a21o | 2 |
| a21oi | 2 |
| xnor2 | 2 |
| xor2 | 1 |
==> worst max-delay path: stages <==
cell and delay [ps]:
buf_8 100, and2_4 150, fa_1 530, inv_1 50, fa_1 490, inv_2 50, ha_4 160, fa_2 350
a21o_1 170, a21oi_2 120, xnor2_1 130, buf_2 120
==> placed cells by master, fill, tap and decap left out <==
cell	n
clkdlybuf4s50_1	2
buf_4	8
ha_4	2
inv_2	1
xnor2_1	2
dlygate4sd2_1	2
and2_1	9
fa_2	2
a21oi_2	2
ha_1	8
buf_6	3
buf_8	1
a21o_1	2
fa_1	3
nand2_1	4
xor2_1	1
and2_4	3
dlymetal6s2s_1	1
inv_1	3
buf_2	7
==> per-stage QoR <==
stage	setup TNS [ps]	hold WS, ps	cells	utilization [%]
3_3_place_gp	-6780	2100	112	17.9
5_1_grt	-2820	1730	114	18.5
6_report	-2520	1660	114	18.5
2_1_floorplan	-1150	1150	42	-
4_1_cts	-2720	1660	114	18.2
3_5_place_dp	-6800	2100	112	17.9
==> routing by layer <==
| layer | track usage, % | vias to the layer above | routed length [um] |
|---|---|---|---|
| met1 | 5.08 | 153 | 531 |
| met5 | 0 | - | 0 |
| met4 | 0 | 0 | 0 |
| li1 | - | 185 | - |
| met2 | 3.21 | 16 | 274 |
| met3 | 1.87 | 0 | 193 |
==> cell type report <==
cell class	count	area (um2)
fill	426	3010
multi-input combinational	38	412
timing repair buffer	24	194
tap	48	60.1
inverter	4	15.0
==> power by group through the flow <==
stage	Sequential, mW	Combinational, mW	Clock [mW]
4_1_cts	0	0.134	0
5_1_grt	0	0.154	0
6_report	0	0.134	0
==> repair_timing <==
action / in CTS / in global routing
endpoints found under the setup margin: 6 / 6
hold buffers: 0 / 0
resized: 53 / 2
pin swaps: 13 / 9
setup buffers: 2 / 0
Power is estimated from default activity; no workload was simulated.
